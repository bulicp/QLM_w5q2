File: flow/design.v
module QLM_w5q2(
    input [7:0] x,
    input [7:0] y,
    output [15:0] p
    );
    wire [7:0] x_abs;
    assign x_abs = x ^ {8{x[7]}};
    wire [7:0] k_x0;
    wire zero_x0;
    wire [2:0] k_x0_enc;
    LOD8 lod_x0(
        .data_i(x_abs),
        .zero_o(zero_x0),
        .data_o(k_x0),
        .data_enc(k_x0_enc));
    wire [3:0] x_shift;
    LBarrel Lshift_x0(
        .data_i(x_abs),
        .shift_i(k_x0),
        .data_o(x_shift));
    wire [7:0] y_abs;
    assign y_abs = y ^ {8{y[7]}};
    wire [7:0] k_y0;
    wire zero_y0;
    wire [2:0] k_y0_enc;
    LOD8 lod_y0(
        .data_i(y_abs),
        .zero_o(zero_y0),
        .data_o(k_y0),
        .data_enc(k_y0_enc));
    wire [3:0] y_shift;
    LBarrel Lshift_y0(
        .data_i(y_abs),
        .shift_i(k_y0),
        .data_o(y_shift));
    wire [7:0] x_log;
    wire [7:0] y_log;
    wire [7:0] p_log;
    assign x_log = {1'b0,k_x0_enc,x_shift};
    assign y_log = {1'b0,k_y0_enc,y_shift};
    assign p_log = x_log + y_log;
    wire [12:0] p_l1b;
    wire [4:0] l1_input;
    assign l1_input = {1'b1,p_log[3:0]};
    L1Barrel L1shift_plog(
        .data_i(l1_input),
        .shift_i(p_log[6:4]),
        .data_o(p_l1b));
    wire [3:0] p_low;
    wire not_k_l5 = ~p_log[7];
    assign p_low = p_l1b[7:4] & {4{not_k_l5}};
    wire [4:0] p_med;
    assign p_med = p_log[7] ? p_l1b[4:0] : p_l1b[11:8];
    wire [6:0] p_high;
    assign p_high = p_l1b[11:5] & {7{p_log[7]}};
    wire [15:0] PP_abs;
    assign PP_abs = {p_high,p_med,p_low};
    wire p_sign;
    wire [15:0] PP_temp;
    assign p_sign = x[7] ^ y[7];
    assign PP_temp = PP_abs ^ {16{p_sign}};
    wire notZeroA, notZeroB, notZeroD;
    assign notZeroA = ~zero_x0 ;
    assign notZeroB = ~zero_y0 ;
    assign notZeroD = notZeroA & notZeroB;
    assign p = notZeroD? PP_temp : 16'b0;
endmodule
module LOD8(
    input [7:0] data_i,
    output zero_o,
    output [7:0] data_o,
    output [2:0] data_enc
    );
    wire [7:0] z;
    wire [1:0] zdet;
    wire [1:0] select;
    assign zdet[1] = |(data_i[7:4]) ;
    assign zdet[0] = |(data_i[3:2]);
    assign zero_o = ~( zdet[1] | zdet[0]);
    LOD4 lod2_1 (
        .data_i(data_i[7:4]), 
        .data_o(z[7:4])
        );
    LOD2 lod2_0 (
        .data_i(data_i[3:2]), 
        .data_o(z[3:2])
        );
    LOD2 Middle(
        .data_i(zdet), 
        .data_o(select)       
    );
	wire [7:0] tmp_out;
	Muxes2in1Array4 Inst_MUX214_1 (
        .data_i(z[7:4]), 
        .select_i(select[1]), 
        .data_o(tmp_out[7:4])
    );
    Muxes2in1Array2 Inst_MUX214_0 (
        .data_i(z[3:2]), 
        .select_i(select[0]), 
        .data_o(tmp_out[3:2])
    );
    assign tmp_out[1:0] = 2'b0;
    wire [2:0] low_enc; 
    assign low_enc = tmp_out[3:1] | tmp_out[7:5] ;
    assign data_enc[2] = select[1];
    assign data_enc[1] = low_enc[2] | low_enc[1];
    assign data_enc[0] = low_enc[2] | low_enc[0];
    assign data_o = tmp_out;
endmodule
module LOD4(
    input [3:0] data_i,
    output [3:0] data_o
    );
    wire mux0;
    wire mux1;
    wire mux2;
    assign mux2 = (data_i[3]==1) ? 1'b0 : 1'b1;
    assign mux1 = (data_i[2]==1) ? 1'b0 : mux2;
    assign mux0 = (data_i[1]==1) ? 1'b0 : mux1;
    assign data_o[3] = data_i[3];
    assign data_o[2] =(mux2 & data_i[2]);
    assign data_o[1] =(mux1 & data_i[1]);
    assign data_o[0] =(mux0 & data_i[0]);
endmodule
module LOD2(
    input [1:0] data_i,
    output [1:0] data_o
    );
    assign data_o[1] = data_i[1];
    assign data_o[0] = ~data_i[1] & data_i[0];
endmodule
module Muxes2in1Array4(
    input [3:0] data_i,
    input select_i,
    output [3:0] data_o
    );
	assign data_o[3] = select_i ? data_i[3] : 1'b0;
	assign data_o[2] = select_i ? data_i[2] : 1'b0;
	assign data_o[1] = select_i ? data_i[1] : 1'b0;
	assign data_o[0] = select_i ? data_i[0] : 1'b0;
endmodule
module Muxes2in1Array2(
    input [1:0] data_i,
    input select_i,
    output [1:0] data_o
    );
	assign data_o[1] = select_i ? data_i[1] : 1'b0;
	assign data_o[0] = select_i ? data_i[0] : 1'b0;
endmodule
module LBarrel(
    input  [7:0] data_i,
    input  [7:0] shift_i,
    output [3:0] data_o);
    assign data_o[3] = |(data_i[5:2] & shift_i[6:3]);
    assign data_o[2] = |(data_i[4:2] & shift_i[6:4]);
    assign data_o[1] = |(data_i[3:2] & shift_i[6:5]);
    assign data_o[0] = |(data_i[2] & shift_i[6]);
endmodule
module L1Barrel(
    input [4:0] data_i,
    input [2:0] shift_i,
    output reg [12:0] data_o);
    always @*
        case (shift_i)
           4'b0000: data_o = data_i;
           4'b0001: data_o = data_i << 1;
           4'b0010: data_o = data_i << 2;
           4'b0011: data_o = data_i << 3;
           4'b0100: data_o = data_i << 4;
           4'b0101: data_o = data_i << 5;
           4'b0110: data_o = data_i << 6;
           default: data_o = data_i << 7;
        endcase
endmodule
module mult_top(
    input clk,
    input  [15:0] x,
    input  [15:0] y,
    output reg [31:0] p_out
    );
    wire [31:0] P_vec;
    reg [15:0] X_vec;
    reg [15:0] Y_vec;
    QLM_w5q2 mult(X_vec,Y_vec,P_vec); 
    always @(posedge clk) 
    begin
        p_out = P_vec;
        X_vec = x;
        Y_vec = y;
    end
endmodule 
File: flow/run.sh
#!/bin/bash
# OpenROAD 26Q1-2900-gdf79404cd8, Yosys 0.63+post, stock flow scripts
make -C /OpenROAD-flow-scripts/flow DESIGN_CONFIG=/design/flow/config.mk WORK_HOME=/design/flow/orfs finish
File: flow/config.mk
export PLATFORM = sky130hd
export DESIGN_NAME = mult_top
export DESIGN_NICKNAME = mult_top
export VERILOG_FILES = /design/flow/design.v
export SDC_FILE = /design/flow/constraint.sdc
export NUM_CORES = 4
export LEC_CHECK = 1
export CORE_UTILIZATION = 30
File: flow/constraint.sdc
current_design mult_top

set clk_period 9.7
set clk_io_pct 0.2

create_clock -name clk0 -period $clk_period [get_ports {clk}]

set non_clock_inputs [all_inputs -no_clocks]
set_input_delay [expr $clk_period * $clk_io_pct] -clock clk0 $non_clock_inputs
set_output_delay [expr $clk_period * $clk_io_pct] -clock clk0 [all_outputs]
==> Slide: Implementation Results <==
Flow Results at a Glance

Synth
  – Ys flops: 28
  – Most numerous cell in the Yosys netlist: dfxtp_1
  – Flip-flops with a built-in enable: 0
  – Syn Inst Count: 303
  – Synth Flop Type: dfxtp_1
  – Post-synthesis sequential area ratio: 0.2349
  – Ys async rst share: 0
  – Chip area line of the yosys report: 2386 um2
  – Mapped cell area: 2386 um2
  – # Cells Yosys: 303
  – Unique cell types: 61
  – Top cells by area: dfxtp_1 (23%), buf_4 (5.7%), a21oi_1 (3.8%), xnor2_1 (3.7%), o21ai_0 (3.6%)
  – Top-area cell share: 0.2349
  – Post-synthesis average cell area: 7.875 um2
  – Area leader, netlist: dfxtp_1
  – Synth cell count leaders: dfxtp_1 (28), nor2_1 (21), a21oi_1 (18), buf_4 (18), o21ai_0 (17)
  – Yosys warning total: 5

Place
  – Pre-CTS setup slack: 5.667 ns
  – Gpl congestion: 0.8566
  – Placed Area: 2630 um2
  – Detailed Place HPWL: 3697 um
  – Number of port buffers: 28

Critical path
  – Critical Path RT: 9.89 ns
  – Reg2Reg Launch Point: X_vec[6]
  – Slowest-stage cell, CP: dfxtp_1
  – Crit path max-delay family: AND-OR/OR-AND gates
  – Crit-path cells: inv_1, or3_1, o21ai_0, ha_1, inv_1, fa_1, nand2b_1, a21oi_1, a31oi_1, xor2_2, o21ai_1, o221a_1, nor3_1
  – Critical Path Source: X_vec[6]
  – CP Max Fanout: 15
  – CP startpoint kind: flip-flop
  – Buf/Inv on CP: 2
  – Largest stage delay, worst path: 0.58 ns
  – CP Class: reg -> reg
  – CP Capture Type: flip-flop
  – Cell repeated most along the worst path: inv_1
  – CP Data Arrival Time: 4.27 ns

Final timing
  – Setup violations, final: 0
  – Measured slew at the worst slew-check pin: 0.7565 ns
  – Setup ws final: 5.618 ns
  – Worst relative slew slack: 0.4940
  – Slew Limit Fails: 0
  – Fin Setup TNS: 0 ns
  – Fin Clk Skew: 0.002010 ns
  – Final Hold Violation Tally: 0
  – Final worst path period share: 0.4208
  – Max Freq: 245.0 MHz
  – RSZ-0062 raised after global routing: no
  – Min Tclk post-route: 4.082 ns

CTS
  – Buffer levels on the longest clock path: 2
  – H-tree level count: 1
  – Clock root buffer: clkbuf_8
  – Clock Sinks: 28
  – Clk Latency, worst-skew pair: 0.27 ns
  – Clk pin slew, worst setup/hold paths: 0.09 ns
  – CTS Hold Bufs: 0
  – TritonCTS clock tree: done
  – Post-CTS resize count: 0
  – Setup bufs post-CTS: 0
  – Inserted Clock Buffers: 3

Route
  – DR iter-0 viols: 91
  – Met2 WL: 2220 um
  – Antenna viol nets, final: 0
  – DRC errors left: 0
  – M1 WL: 2442 um
  – Router iterations before antenna repair: 4
  – Antenna Cells: 0
  – Vias: 2129
  – Vias per Instance: 5.143
  – Post-DR wirelength/cell: 11.85 um
  – Met3 wire length: 202 um
  – DRT Wirelength: 4904 um
  – Top Metal Used: met4

Layout
  – Design area: 2701 um2
  – Area Growth Syn to Fin: 13.21%
  – Share of cells above drive strength 1: 0.05449

Die
  – Boundary Pins: 65
  – FP Core Util: 0.3088
  – Die span in x: 91.18 um
  – Rows: 32
  – Die area: 8314 um2
  – Die Ht: 91.18 um
  – Core area: 7727 um2

Status
  – Outcome: finished clean

Min path
  – Hold crit path type: reg -> reg
  – Worst hold start: X_vec[2]

Pwr
  – Leak pwr: 0.9774 nW
  – Cell Pwr Density: 174.0 nW/um2
  – VDD IR max: 0.09505 mV

Job
  – MaxCap Viol Count: 0
  – Count of tool warnings: 45

GRT
  – Grt total ovfl: 0
  – Pin count of the biggest net entering global routing: 19
  – Initial antenna violation count: 0
  – Vias in the first global route: 1789
  – Total track usage: 0.1227
  – First-pass GRT wire length: 8452 um
power breakdown:
group          switching (mW)  internal [mW]  total [mW]
clock                  0.0347         0.0552      0.0900
combinational           0.118          0.111       0.229
sequential             0.0126          0.139       0.152
flip-flops by register name (all words and copies together) (netlist names):
name / cells
X_vec: 6
Y_vec: 6
p_out: 16
worst paths after layout:
path,to,slack [ns],cells past startpoint
max,p_out[2],5.62,13
min,p_out[10],0.98,4
max reg2reg,p_out[2],5.62,13
min reg2reg,p_out[10],0.98,4
cells by family (layout without fill, tap and decap cells):
kind of cell    after synthesis  in the layout  synth area share
other cells                   1             16          0.001572
xor+xnor                     15             15           0.06450
fa+ha+maj                     7              7           0.03985
flops                        28             28            0.2349
mux                           8              8           0.03356
buf+inv                      52             46            0.1143
compound gates              106            106            0.3241
simple gates                 86             86            0.1872
metrics by stage:
stage | hold slack (ns) | instances | power (mW) | util
after floorplan | 0.8086 | 318 | 0.3131 | -
after global placement | 0.9536 | 410 | 0.3793 | 0.3404
after detailed placement | 0.9451 | 410 | 0.3804 | 0.3404
after CTS | 0.9622 | 414 | 0.4732 | 0.3496
after global routing | 1.045 | 414 | 0.5091 | 0.3496
final | 0.9765 | 414 | 0.4701 | 0.3496
metal layers:
layer / GRT usage / vias up
li1: - / 1112
met1: 0.1854 / 955
met2: 0.1938 / 56
met3: 0.01871 / 6
met4: 0.01190 / 0
met5: 0 / -
worst register-to-register path, cell delays in order (launching register included):
cell,delay [ns]
dfxtp_1,0.58
inv_1,0.20
or3_1,0.33
o21ai_0,0.10
ha_1,0.25
inv_1,0.07
fa_1,0.46
nand2b_1,0.23
a21oi_1,0.32
a31oi_1,0.24
xor2_2,0.54
o21ai_1,0.24
o221a_1,0.26
nor3_1,0.18
cell usage in the layout, fill, tap and decap left out, types with 3 or more instances in the layout:
master / count
a31oi_1: 9
nor3b_1: 3
nor3_1: 11
mux2i_1: 8
nand3_1: 11
ha_1: 6
nor2_1: 21
o22ai_1: 6
a21o_1: 7
clkbuf_8: 3
a221oi_1: 4
nor2b_1: 4
o21ai_0: 17
xnor2_1: 10
nand2b_1: 5
a21oi_1: 18
dfxtp_1: 28
inv_1: 14
clkdlybuf4s50_1: 28
nand2_1: 15
o21ai_1: 7
a211oi_1: 5
o221ai_1: 4
conb_1: 16
cell type report:
class                           instances  area (um2)
Fill cell                             786        5026
Multi-Input combinational cell        238        1609
Sequential cell                        28       560.5
Timing Repair Buffer                   28       280.3
Tap cell                              102       127.6
Inverter                               14       52.55
Clock buffer                            3       41.29
Clock inverter                          1       30.03
Power and IR drop assume default switching activity.
